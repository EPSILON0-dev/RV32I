File: /design/flow/run.sh
#!/bin/bash
# OpenROAD 26Q1-2900-gdf79404cd8, Yosys 0.63+post, stock flow scripts
make -C /OpenROAD-flow-scripts/flow DESIGN_CONFIG=/design/flow/config.mk WORK_HOME=/design/flow/orfs finish
File: /design/flow/config.mk
export PLATFORM = sky130hd
export DESIGN_NAME = simpleuart
export DESIGN_NICKNAME = simpleuart
export VERILOG_FILES = /design/flow/design.v
export SDC_FILE = /design/flow/constraint.sdc
export NUM_CORES = 4
export LEC_CHECK = 1
export CORE_UTILIZATION = 30
File: /design/flow/constraint.sdc
current_design simpleuart

set clk_period 5.4
set clk_io_pct 0.2

create_clock -name clk0 -period $clk_period [get_ports {clk}]

set non_clock_inputs [all_inputs -no_clocks]
set_input_delay [expr $clk_period * $clk_io_pct] -clock clk0 $non_clock_inputs
set_output_delay [expr $clk_period * $clk_io_pct] -clock clk0 [all_outputs]
File: /design/flow/design.v
module simpleuart #(parameter integer DEFAULT_DIV = 1) (
	input clk,
	input resetn,
	output ser_tx,
	input  ser_rx,
	input   [3:0] reg_div_we,
	input  [31:0] reg_div_di,
	output [31:0] reg_div_do,
	input         reg_dat_we,
	input         reg_dat_re,
	input  [31:0] reg_dat_di,
	output [31:0] reg_dat_do,
	output        reg_dat_wait
);
	reg [31:0] cfg_divider;
	reg [3:0] recv_state;
	reg [31:0] recv_divcnt;
	reg [7:0] recv_pattern;
	reg [7:0] recv_buf_data;
	reg recv_buf_valid;
	reg [9:0] send_pattern;
	reg [3:0] send_bitcnt;
	reg [31:0] send_divcnt;
	reg send_dummy;
	assign reg_div_do = cfg_divider;
	assign reg_dat_wait = (send_bitcnt || send_dummy);
	assign reg_dat_do = recv_buf_valid ? recv_buf_data : ~0;
	always @(posedge clk) begin
		if (!resetn) begin
			cfg_divider <= DEFAULT_DIV;
		end else begin
			if (reg_div_we[0]) cfg_divider[ 7: 0] <= reg_div_di[ 7: 0];
			if (reg_div_we[1]) cfg_divider[15: 8] <= reg_div_di[15: 8];
			if (reg_div_we[2]) cfg_divider[23:16] <= reg_div_di[23:16];
			if (reg_div_we[3]) cfg_divider[31:24] <= reg_div_di[31:24];
		end
	end
	always @(posedge clk) begin
		if (!resetn) begin
			recv_state <= 0;
			recv_divcnt <= 0;
			recv_pattern <= 0;
			recv_buf_data <= 0;
			recv_buf_valid <= 0;
		end else begin
			recv_divcnt <= recv_divcnt + 1;
			if (reg_dat_re)
				recv_buf_valid <= 0;
			case (recv_state)
				0: begin
					if (!ser_rx)
						recv_state <= 1;
					recv_divcnt <= 0;
				end
				1: begin
					if (2*recv_divcnt > cfg_divider) begin
						recv_state <= 2;
						recv_divcnt <= 0;
					end
				end
				10: begin
					if (recv_divcnt > cfg_divider) begin
						recv_buf_data <= recv_pattern;
						recv_buf_valid <= 1;
						recv_state <= 0;
					end
				end
				default: begin
					if (recv_divcnt > cfg_divider) begin
						recv_pattern <= {ser_rx, recv_pattern[7:1]};
						recv_state <= recv_state + 1;
						recv_divcnt <= 0;
					end
				end
			endcase
		end
	end
	assign ser_tx = send_pattern[0];
	always @(posedge clk) begin
		if (|reg_div_we)
			send_dummy <= 1;
		send_divcnt <= send_divcnt + 1;
		if (!resetn) begin
			send_pattern <= ~0;
			send_bitcnt <= 0;
			send_divcnt <= 0;
			send_dummy <= 1;
		end else begin
			if (send_dummy && ~|send_bitcnt) begin
				send_pattern <= ~0;
				send_bitcnt <= 15;
				send_divcnt <= 0;
				send_dummy <= 0;
			end else
			if (reg_dat_we && ~|send_bitcnt) begin
				send_pattern <= {1'b1, reg_dat_di[7:0], 1'b0};
				send_bitcnt <= 10;
				send_divcnt <= 0;
			end else
			if (send_divcnt > cfg_divider && |send_bitcnt) begin
				send_pattern <= {1'b1, send_pattern[9:1]};
				send_bitcnt <= send_bitcnt - 1;
				send_divcnt <= 0;
			end
		end
	end
endmodule
==> impl_results.rst <==
Implementation results
======================

.. list-table::
   :header-rows: 1

   * - Metric
     - Value
   * - Ao+oa area frac
     - 10.7%
   * - Critical path class
     - flip-flop to output pin
   * - Sequential Power Share
     - 37.6%
   * - Fin. max-slew vios
     - 0
   * - Switching pwr
     - 843 uW
   * - Setup repair after global routing missed its margin
     - false
   * - Startpoint Class
     - flip-flop
   * - Number of global-route vias before repair
     - 5,947
   * - Reg-to-reg startpoint
     - cfg_divider[31]$_SDFFE_PN0P_
   * - Crit Path Max Fanout
     - 5
   * - Post-layout period usage
     - 59.8%
   * - Number of synthesized flops with an enable pin
     - 0
   * - TritonCTS clock tree
     - yes
   * - Min Tclk post-route
     - 3.23 ns
   * - Chip Area
     - 0.0269 mm^2
   * - XOR Share, Synth
     - 6.67%
   * - Share of cell area taken by muxes after synthesis
     - 5.23%
   * - Routing usage on met1
     - 23.6%
   * - Number of warning messages in the logs
     - 52
   * - Mapped Area
     - 0.00787 mm^2
   * - Post-synth top cells
     - 131 x dfxtp_1, 127 x nor2_1, 102 x ha_1, 67 x nand2_1, 56 x a21oi_1
   * - CTS Buf Count
     - 17
   * - Library cell used as clock root buffer
     - clkbuf_16
   * - Area growth from synthesis to layout
     - 24.5%
   * - R2R Setup Slk
     - 2.36 ns
   * - Worst endpoint data arrival time
     - 2.15 ns
   * - Worst hold-check slack
     - 0.453 ns
   * - Count of buffers added by post-CTS timing repair for setup
     - 0
   * - CTS Hold Bufs
     - 0
   * - Hpwl dp
     - 13,600 um
   * - Number of diodes added for antenna fixing
     - 0
   * - Sum of internal, switching and leakage power
     - 2880 uW
   * - Skew final
     - 0.00684 ns
   * - Status
     - finished, final reports clean
   * - Most frequent cell after synthesis
     - dfxtp_1
   * - Maximum frequency from static timing analysis
     - 0.310 GHz
   * - Timing startpoint of the critical path
     - send_bitcnt[0]$_SDFFE_PN0P_
   * - Met3 routing resource usage after global routing
     - 2.45%
   * - Die Y-Extent
     - 164 um
   * - Synth top area share
     - 33.3%
   * - Final-layout setup total negative slack
     - 0 ns
   * - Final hold violation count
     - 0
   * - Pwr Density
     - 294 mW/mm^2
   * - Final weighted congestion of routability-driven global placement
     - 0.850
   * - Post-route non-filler standard cell count
     - 1,352
   * - Number of nets with antenna violations after detailed routing
     - 0
   * - Top FF cell, synth
     - dfxtp_1
   * - # port buffers
     - 114
   * - Worst hold start
     - send_pattern[1]$_SDFFE_PP1P_
   * - Met2 track demand over resource in global routing
     - 20.4%
   * - Average routed wire per standard cell
     - 13.5 um
   * - Core Footprint
     - 0.0255 mm^2
   * - Count of final setup violators
     - 0
   * - Async set-or-reset flop fraction in the synthesized netlist
     - 0%
   * - Post-synthesis adder-cell area fraction
     - 16.2%
   * - Comb power frac
     - 20.9%
   * - Number of H-tree levels
     - 4
   * - Clock transition at the registers of the reported paths
     - 0.06 ns
   * - Syn Area/Cell
     - 8.58 um^2
   * - Remaining DRCs
     - 0
   * - Overall overflow remaining after global route
     - 0
   * - GRT Resource Usage Total
     - 14.4%
   * - Synthesized-area fraction occupied by and/or/nand/nor cells
     - 21.9%
   * - Count of synthesis-stage warnings from yosys
     - 1
   * - Number of placed I/O pins
     - 139
   * - Static leakage power
     - 0.00398 uW
   * - Leading cell types by total area after synthesis
     - dfxtp_1 33%, ha_1 16%, nor2_1 6.1%, mux2i_1 5.1%, xor2_1 4.6%
   * - Worst reg2reg path depth
     - 9
   * - Fraction of layout instances using a drive strength above 1
     - 5.09%
   * - Relative max-transition margin
     - 52.3%
   * - First-pass GRT wire length
     - 30,400 um
   * - Required time worst endpoint
     - 4.32 ns
   * - Filler cells
     - 2,472
   * - Layer carrying the most global-route usage
     - met1
   * - End of the worst register-to-register path
     - send_bitcnt[1]$_SDFFE_PN0P_
   * - Synth logic family
     - simple AND/OR/NAND/NOR gates
   * - Synth Register Bits
     - 131
   * - Number of gates resized after CTS
     - 0
   * - Cell internal pwr
     - 2040 uW
   * - Maximum number of buffers from clock root to sink
     - 2
   * - Switching share of power
     - 29.2%
   * - Antenna violations before repair
     - 0
   * - Die Width
     - 164 um
   * - Latency at later pin
     - 0.41 ns
   * - Cell count after placement
     - 1,320
   * - Count of instantiated cells in the yosys netlist
     - 918
   * - Via density
     - 4.73
   * - Largest net degree at the start of global routing
     - 53
   * - Clock sink total
     - 131
   * - First drt pass iteration count
     - 4
   * - Worst-case setup margin in the final layout
     - 2.17 ns
   * - Clk network pwr share
     - 41.5%
   * - Cell count after synthesis
     - 918
   * - Core Util at FP
     - 30.9%
   * - Leading area contributor after synthesis
     - dfxtp_1
   * - Path type of the worst min-delay path
     - flip-flop to flip-flop
   * - Number of cell rows
     - 58
   * - Seq/Total Area, Yosys
     - 33.3%
   * - Count of unique library cells instantiated by Yosys
     - 61
   * - Setup crit end kind
     - output pin
   * - Worst VDD drop
     - 0.199 mV
   * - Initial drt markers
     - 457
   * - Via count
     - 6,399
   * - Total length of routed wires
     - 18,200 um
   * - Yosys synthesis chip area
     - 0.00787 mm^2
   * - Placement Setup Slack
     - 2.15 ns
   * - Critical path capture point
     - reg_dat_wait
   * - Max-cap violations
     - 0
   * - Slew @ Worst Pin
     - 0.711 ns
how the worst min path moves through the flow:
stage | to | slack [ns] | cells past startpoint
final | send_pattern[0]$_SDFFE_PP1P_ | 0.45 | 1
after global routing | send_pattern[0]$_SDFFE_PP1P_ | 0.47 | 1
after CTS | send_pattern[0]$_SDFFE_PP1P_ | 0.45 | 1
worst max-delay path, cell delays in order (launching register included):
cell and delay [ns]:
dfxtp_1 0.33, inv_1 0.08, ha_1 0.17, inv_1 0.06, nor3_1 0.54, nand2b_1 0.12
clkdlybuf4s50_1 0.45
cell families (layout without fill, tap and decap cells):
family,Yosys count,after routing
buffers and inverters,96,200
AND/OR/NAND/NOR,360,360
multiplexers,41,41
AND-OR/OR-AND,128,128
flip-flops,131,131
adder cells (fa/ha/maj),102,102
XOR/XNOR,60,60
power by group through the flow:
stage,Clock [uW],Combinational (uW),Sequential [uW]
finish,1200,604,1080
global route,1270,692,1090
CTS,1230,611,1080
final cells by class:
class                   count  area, um^2  share of cell area [%]
multi-input cells         691        4780                    48.8
well taps                 330         413                    4.21
clock buffers              20         467                    4.76
flip-flops and latches    131        2620                    26.8
clock inverters            12         154                    1.57
inverters                  49         184                    1.88
repair buffers            119        1180                    12.0
stage by stage:
stage                     area [um^2]  utilization (%)
after floorplan                  7870                -
after global placement           9180             36.0
after detailed placement         9180             36.0
after CTS                        9800             38.5
after global routing             9800             38.5
final                            9800             38.5
flip-flops by register name, summed over array words and instances (netlist names):
| name | flops |
|---|---|
| recv_divcnt | 32 |
| send_bitcnt | 4 |
| cfg_divider | 32 |
| send_pattern | 9 |
| send_divcnt | 32 |
| recv_state | 4 |
| recv_pattern | 8 |
| recv_buf_data | 8 |
| send_dummy | 1 |
| recv_buf_valid | 1 |
layer usage:
metal  vias to the layer above  wire, um
met5                         -         0
met4                         0       147
met3                         7      1160
met2                       160      7340
met1                      2849      9590
li1                       3383         -
layout by cell type, fill, tap and decap left out, types with 16 or more instances in the layout:
cell type        count
clkdlybuf4s50_1    114
nand2_1             67
ha_1               102
o21ai_0             21
dfxtp_1            131
nor3_1              29
nor2_1             127
mux2i_1             40
xnor2_1             19
nand3_1             35
nand2b_1            16
xor2_1              41
a21oi_1             56
clkbuf_16           17
inv_1               48
nand4_1             35
Power figures rest on the tool's default switching activity, not on a simulated workload.
